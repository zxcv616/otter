File: flow/config.mk
export PLATFORM = sky130hd
export DESIGN_NAME = OTTER_MCU
export DESIGN_NICKNAME = OTTER_MCU
export VERILOG_FILES = /design/flow/design.v
export SDC_FILE = /design/flow/constraint.sdc
export NUM_CORES = 4
export LEC_CHECK = 1
export CORE_UTILIZATION = 30
export SYNTH_HDL_FRONTEND = slang
File: flow/run.sh
#!/bin/bash
# OpenROAD 26Q1-2900-gdf79404cd8, Yosys 0.63+post, stock flow scripts
make -C /OpenROAD-flow-scripts/flow DESIGN_CONFIG=/design/flow/config.mk WORK_HOME=/design/flow/orfs finish
File: flow/constraint.sdc
current_design OTTER_MCU

set clk_period 44.1
set clk_io_pct 0.2

create_clock -name clk0 -period $clk_period [get_ports {CLK}]

set non_clock_inputs [all_inputs -no_clocks]
set_input_delay [expr $clk_period * $clk_io_pct] -clock clk0 $non_clock_inputs
set_output_delay [expr $clk_period * $clk_io_pct] -clock clk0 [all_outputs]
File: flow/design.v
module ALU(
		input logic [31:0] A,
		input logic [31:0] B,
		input logic [3:0] ALU_FUN,
		output logic [31:0] RESULT
		);
always_comb begin
		case (ALU_FUN)
				4'b0000: RESULT = A + B;  
				4'b1000: RESULT = A - B;  
				4'b0110: RESULT = A | B;  
				4'b0111: RESULT = A & B;  
				4'b0100: RESULT = A ^ B;  
				4'b0101: RESULT = A >> B[4:0];  
				4'b0001: RESULT = A << B[4:0];  
				4'b1101: RESULT = $signed(A) >>> B[4:0];  
				4'b0010: RESULT = ($signed(A) < $signed(B)) ? 32'd1 : 32'd0;  
				4'b0011: RESULT = (A < B) ? 32'd1 : 32'd0;  
        4'b1001: RESULT = B;  
        default: RESULT = 32'd0;  
		endcase
end
endmodule
module CU_DCDR(
    input logic [6:0] opcode,
    input logic [2:0] funct3,
    input logic IR30,
    input logic br_eq,
    input logic br_ltu,
    input logic br_lt,
    output logic [3:0] ALU_FUN,
    output logic [1:0] ALU_srcA,
    output logic [2:0] ALU_srcB,
    output logic [3:0] pcSource, 
    output logic [1:0] rf_wr_sel
);
always_comb begin
    ALU_FUN = 4'b0000;
    ALU_srcA = 2'b00;
    ALU_srcB = 3'b000;
    pcSource = 4'b0000;  
    rf_wr_sel = 2'b00;
    case (opcode)
        7'b0110011: begin  
            rf_wr_sel = 2'b11;
            ALU_srcA = 2'b00;
            ALU_srcB = 3'b000;
            pcSource = 4'b0000;
            case (funct3)
                3'b000: ALU_FUN = IR30 ? 4'b1000 : 4'b0000;   
                3'b111: ALU_FUN = 4'b0111;   
                3'b110: ALU_FUN = 4'b0110;   
                3'b001: ALU_FUN = 4'b0001;   
                3'b011: ALU_FUN = 4'b0011;   
                3'b101: ALU_FUN = IR30 ? 4'b1101 : 4'b0101;   
                3'b100: ALU_FUN = 4'b0100;   
                default: ALU_FUN = 4'b0000;
            endcase
        end
        7'b0010011: begin  
            rf_wr_sel = 2'b11;
            ALU_srcA = 2'b00;
            ALU_srcB = 3'b001;
            pcSource = 4'b0000;
            case (funct3)
                3'b101: ALU_FUN = IR30 ? 4'b1101 : 4'b0101;   
                default: ALU_FUN = {1'b0, funct3};
            endcase
        end
        7'b0100011: begin  
            ALU_FUN = 4'b0000;
            ALU_srcA = 2'b00;
            ALU_srcB = 3'b010;
            rf_wr_sel = 2'b00;
            pcSource = 4'b0000;
        end
        7'b1100011: begin  
            ALU_FUN = 4'b0000;
            ALU_srcA = 2'b00;
            ALU_srcB = 3'b000;
            rf_wr_sel = 2'b00;
            pcSource = 4'b0000;   
            case (funct3)
                3'b000: begin  
                    pcSource = br_eq ? 4'b0010 : 4'b0000;
                end
                3'b001: begin  
                    pcSource = !br_eq ? 4'b0010 : 4'b0000;
                end
                3'b100: begin  
                    pcSource = br_lt ? 4'b0010 : 4'b0000;
                end
                3'b101: begin  
                    pcSource = (!br_lt || br_eq) ? 4'b0010 : 4'b0000;
                end
                3'b110: begin  
                    pcSource = br_ltu ? 4'b0010 : 4'b0000;
                end
                3'b111: begin  
                    pcSource = (!br_ltu || br_eq) ? 4'b0010 : 4'b0000;
                end
                default: pcSource = 4'b0000;
            endcase
        end
        7'b0000011: begin  
            ALU_FUN = 4'b0000;
            ALU_srcA = 2'b00;
            ALU_srcB = 3'b001;
            rf_wr_sel = 2'b10;
            pcSource = 4'b0000;
        end
        7'b0110111: begin  
            ALU_FUN = 4'b1001;   
            ALU_srcA = 2'b01;
            ALU_srcB = 3'b000;
            rf_wr_sel = 2'b11;
            pcSource = 4'b0000;
        end
        7'b0010111: begin  
            ALU_FUN = 4'b0000;
            ALU_srcA = 2'b01;
            ALU_srcB = 3'b011;
            rf_wr_sel = 2'b11;
            pcSource = 4'b0000;
        end
        7'b1101111: begin  
            ALU_FUN = 4'b0000;
            ALU_srcA = 2'b00;
            ALU_srcB = 3'b000;
            rf_wr_sel = 2'b01;   
            pcSource = 4'b0011;
        end
        7'b1100111: begin  
            ALU_FUN = 4'b0000;
            ALU_srcA = 2'b00;
            ALU_srcB = 3'b001;   
            rf_wr_sel = 2'b01;   
            pcSource = 4'b0001;
        end
        default: begin
            ALU_FUN = 4'b0000;
            ALU_srcA = 2'b00;
            ALU_srcB = 3'b000;
            pcSource = 4'b0000;
            rf_wr_sel = 2'b00;
        end
    endcase
end
endmodule
module CU_FSM (
    input logic clk,
    input logic RST,
    input logic INTR,
    input logic [6:0] ir,
    output logic PCWrite,
    output logic regWrite,
    output logic memWE2,
    output logic memRDEN1,
    output logic memRDEN2,
    output logic reset
);
    typedef enum logic [1:0] {
        INIT  = 2'b00,
        FETCH = 2'b01,
        EXEC  = 2'b10
    } state_t;
    state_t current_state, next_state;
    always_ff @(posedge clk) begin
        if (RST)
            current_state <= INIT;
        else
            current_state <= next_state;
    end
    always_comb begin
        PCWrite   = 1'b0;
        regWrite  = 1'b0;
        memWE2    = 1'b0;
        memRDEN1  = 1'b0;
        memRDEN2  = 1'b0;
        reset     = 1'b0;
        next_state = current_state;
        case (current_state)
            INIT: begin
                reset = 1'b1;
                next_state = FETCH;
            end
            FETCH: begin
                memRDEN1 = 1'b1;
                next_state = EXEC;
            end
            EXEC: begin
                next_state = FETCH;   
                case (ir)
                    7'b0110011: begin   
                        regWrite = 1'b1;
                        PCWrite = 1'b1;
                    end
                    7'b0010011: begin   
                        regWrite = 1'b1;
                        PCWrite = 1'b1;
                    end
                    7'b0000011: begin   
                        memRDEN2 = 1'b1;
                        regWrite = 1'b1;
                        PCWrite = 1'b1;
                    end
                    7'b0100011: begin   
                        memWE2 = 1'b1;
                        PCWrite = 1'b1;
                    end
                    7'b1100011: begin   
                        PCWrite = 1'b1;
                    end
                    7'b0110111: begin   
                        regWrite = 1'b1;
                        PCWrite = 1'b1;
                    end
                    7'b0010111: begin   
                        regWrite = 1'b1;
                        PCWrite = 1'b1;
                    end
                    7'b1101111,         
                    7'b1100111: begin   
                        regWrite = 1'b1;
                        PCWrite = 1'b1;
                    end
                    default: begin
                        PCWrite = 1'b1;
                    end
                endcase
            end
            default: begin
                next_state = INIT;
            end
        endcase
        if (INTR && current_state != INIT) begin
            next_state = FETCH;
        end
    end
endmodule
module OTTER_MCU(
    input logic CLK,
    input logic RST,
    input logic INTR,
    input logic [31:0] IOBUS_IN,
    output logic [31:0] IOBUS_OUT,
    output logic [31:0] IOBUS_ADDR,
    output logic IOBUS_WR
);
    logic [31:0] pc_out;            
    logic [31:0] pc_next;           
    logic [31:0] instruction;       
    logic [31:0] mem_data;          
    logic [31:0] rs1_data, rs2_data;
    logic [31:0] reg_wr_data;
    logic [31:0] alu_result;
    logic [3:0] alu_fun;
    logic [31:0] alu_srcA, alu_srcB;
    logic [1:0] alu_srcA_sel;
    logic [2:0] alu_srcB_sel;
    logic [3:0] pcSource;
    logic [1:0] rf_wr_sel;
    logic pc_write;
    logic reg_write;
    logic mem_we2;
    logic mem_rden1;
    logic mem_rden2;
    logic reset;
    logic [31:0] u_imm, i_imm, s_imm, b_imm, j_imm;
    logic br_eq, br_ltu, br_lt;
    logic [31:0] branch_addr, jal_addr, jalr_addr;
    PC program_counter(
        .PC_WRITE(pc_write),
        .PC_RST(reset),
        .PC_DIN(pc_next),
        .CLK(CLK),
        .PC_COUNT(pc_out)
    );
    PC_MUX pc_mux(
        .pc(pc_out),
        .jalr(jalr_addr),
        .branch(branch_addr),
        .jal(jal_addr),
        .mtvec(32'b0),   
        .mepc(32'b0),    
        .sel(pcSource[2:0]),   
        .out(pc_next)
    );
    reg_file registers(
        .adr1(instruction[19:15]),
        .adr2(instruction[24:20]),
        .wa(instruction[11:7]),
        .wd(reg_wr_data),
        .en(reg_write),
        .clk(CLK),
        .rs1(rs1_data),
        .rs2(rs2_data)
    );
    ALU alu(
        .A(alu_srcA),
        .B(alu_srcB),
        .ALU_FUN(alu_fun),
        .RESULT(alu_result)
    );
    imm_gen immediate_gen(
        .instr(instruction[31:7]),
        .u_type(u_imm),
        .i_type(i_imm),
        .s_type(s_imm),
        .b_type(b_imm),
        .j_type(j_imm)
    );
    bag branch_addr_gen(
        .PC(pc_out),
        .rs1(rs1_data),
        .j_type(j_imm),
        .b_type(b_imm),
        .i_type(i_imm),
        .jal(jal_addr),
        .jalr(jalr_addr),
        .branch(branch_addr)
    );
    bcg branch_cond_gen(
        .value1(rs1_data),
        .value2(rs2_data),
        .br_eq(br_eq),
        .br_ltu(br_ltu),
        .br_lts(br_lt)   
    );
    CU_FSM control_fsm(
        .clk(CLK),
        .RST(RST),
        .INTR(INTR),
        .ir(instruction[6:0]),
        .PCWrite(pc_write),
        .regWrite(reg_write),
        .memWE2(mem_we2),
        .memRDEN1(mem_rden1),
        .memRDEN2(mem_rden2),
        .reset(reset)
    );
    CU_DCDR control_decoder(
        .opcode(instruction[6:0]),
        .funct3(instruction[14:12]),
        .IR30(instruction[30]),
        .br_eq(br_eq),
        .br_ltu(br_ltu),
        .br_lt(br_lt),
        .ALU_FUN(alu_fun),
        .ALU_srcA(alu_srcA_sel),
        .ALU_srcB(alu_srcB_sel),
        .pcSource(pcSource),
        .rf_wr_sel(rf_wr_sel)
    );
    always_comb begin
        case(alu_srcA_sel)
            2'b00: alu_srcA = rs1_data;
            2'b01: alu_srcA = pc_out;
            default: alu_srcA = rs1_data;
        endcase
    end
    always_comb begin
        case(alu_srcB_sel)
            3'b000: alu_srcB = rs2_data;
            3'b001: alu_srcB = i_imm;
            3'b010: alu_srcB = s_imm;
            3'b011: alu_srcB = pc_out;
            default: alu_srcB = rs2_data;
        endcase
    end
    always_comb begin
        case(rf_wr_sel)
            2'b00: reg_wr_data = pc_out + 4;
            2'b01: reg_wr_data = 32'h0;
            2'b10: reg_wr_data = mem_data;
            2'b11: reg_wr_data = alu_result;
        endcase
    end
    assign IOBUS_OUT = rs2_data;
    assign IOBUS_ADDR = alu_result;
    assign IOBUS_WR = mem_we2;
    always_comb begin
        if (mem_rden1) 
            instruction = IOBUS_IN;
        else 
            instruction = 32'b0;
        if (mem_rden2)
            mem_data = IOBUS_IN;
        else 
            mem_data = 32'b0;
    end
endmodule 
module PC (
		input logic PC_WRITE,  
		input logic PC_RST,  
		input logic [31:0] PC_DIN,  
		input logic CLK,  
		output logic [31:0] PC_COUNT  
);
always_ff @(posedge CLK) begin
		if (PC_RST) begin
				PC_COUNT <= 32'b0;  
		end else if (PC_WRITE) begin
				PC_COUNT <= PC_DIN;  
		end
end
endmodule
module PC_MUX (
    input logic [31:0] pc,  
    input logic [31:0] jalr,  
    input logic [31:0] branch,  
    input logic [31:0] jal,  
    input logic [31:0] mtvec,  
    input logic [31:0] mepc,  
    input logic [2:0] sel,  
    output logic [31:0] out  
);
always_comb begin
    case (sel)
        3'b000: out = pc + 4;  
        3'b001: out = jalr;  
        3'b010: out = branch;  
        3'b011: out = jal;  
        3'b100: out = mtvec;  
        3'b101: out = mepc;  
        default: out = 32'b0;  
    endcase
end
endmodule
module bag(
		input logic [31:0] PC,  
		input logic [31:0] rs1,  
		input logic [31:0] j_type,  
		input logic [31:0] b_type,  
		input logic [31:0] i_type,  
		output logic [31:0] jal,  
		output logic [31:0] jalr,  
		output logic [31:0] branch  
);
always_comb begin
		branch = PC + b_type;
		jal = PC + j_type;
		jalr = rs1 + i_type;
		end
endmodule
module bcg (
    input  logic [31:0] value1, value2,    
    output logic br_eq, br_ltu, br_lts    
);
    assign br_eq  = (value1 == value2);   
    assign br_ltu = (value1 < value2);    
    assign br_lts = ($signed(value1) < $signed(value2));   
endmodule
module imm_gen (
    input  logic [31:7] instr,   
    output logic [31:0] u_type,   
    output logic [31:0] i_type,   
    output logic [31:0] s_type,   
    output logic [31:0] b_type,   
    output logic [31:0] j_type    
);
    assign u_type = {instr[31:12], 12'b0};   
    assign i_type = {{21{instr[31]}}, instr[30:20]};  
    assign s_type = {{21{instr[31]}}, instr[30:25], instr[11:7]};  
    assign b_type = {{20{instr[31]}}, instr[7], instr[30:25], instr[11:8], 1'b0};  
    assign j_type = {{12{instr[31]}}, instr[19:12], instr[20], instr[30:21], 1'b0};  
endmodule
module reg_file(
    input logic [4:0] adr1,     
    input logic [4:0] adr2,     
    input logic [4:0] wa,       
    input logic [31:0] wd,      
    input logic en,             
    input logic clk,               
    output logic [31:0] rs1,    
    output logic [31:0] rs2     
);
    logic [31:0] ram [31:0];
    initial begin
        int i;
        for (i=0; i<32; i=i+1) begin
               ram[i] = 0;
        end
    end
    always_comb begin
        if (adr1 < 32) rs1 = ram[adr1];
        if (adr2 < 32) rs2 = ram[adr2];
    end
    always_ff @ (posedge clk) begin
				    if (en && wa != 0) begin
								 ram[wa] <= wd;
						end
	  end
endmodule
==> run_results.csv <==
group,metric,value,unit
drt,dr.first_iter.drc_count,4422,
sta,hold_viol,0,
yosys,synth.top_cell.area_share,46.1,%
power_and_ir_drop,power.switching_fraction,33.2,%
yosys,synth-edff-count,1024,
worst_hold_path,hold_class,"reg -> reg",
yosys,synth_async_sr_flop_share,0,%
yosys,synthTopCellsByArea,"sky130_fd_sc_hd__edfxtp_1, sky130_fd_sc_hd__mux2i_1, sky130_fd_sc_hd__mux4_2, sky130_fd_sc_hd__ha_1, sky130_fd_sc_hd__nand2_1",
sta,finalSetupViolCount,0,
floorplan,floorplan.rows,172,
setup_path,worst_setup_path_start_kind,"primary input",
yosys,yosys_warnings,0,
clock_network,ctsRootBufferMaster,"sky130_fd_sc_hd__clkbuf_16",
setup_path,crit-reg2reg-launch,"control_fsm.current_state[0]$_SDFF_PP0_",
worst_hold_path,worst_hold_path.num_cells,2,
sta,rsz_0062_raised_after_global_routing,"false",
placement,post-dp-hpwl,173000,um
setup_path,timing.critical_path.fanout_max,93,
sta,post-route-worst-setup-slack,17.87,ns
yosys,post-synth-top-area-cell,"sky130_fd_sc_hd__edfxtp_1",
yosys,synth-area-yosys,66700,um^2
power_and_ir_drop,power.clock.fraction,32.1,%
yosys,postSynthCellCount,5958,
setup_path,worst-r2r-setup-slack,32.61,ns
drt,detailed_routing_iteration_count_for_the_pre_antenna_repair_pass,6,
clock_network,post_cts_buffers,0,
clock_network,holdBufCountCts,0,
yosys,postSynthRegisterBits,1058,
grt,grt_overflow_total,0,
power_and_ir_drop,total_switching_power,971,uW
floorplan,ios,100,
sta,fin_skew,0.0717,ns
placement,gp_congestion,1.01,
floorplan,x_dimension_of_the_die,474,um
worst_hold_path,hold_start,"program_counter.PC_COUNT[7]$_SDFFE_PP0P_",
sta,timing_worst_slew_pin_value,1.09,ns
yosys,postSynthSeqShare,47.1,%
clock_network,tritoncts.num_buffers,112,
sta,layout_worst_path_cycle_share,59.5,%
clock_network,cts.reportedPaths.clkPinSlew,0.06,ns
yosys,ys_types,118,
clock_network,cts-root-to-sink-buffers,3,
finish,area_growth_from_synthesis_to_final_layout,17.4,%
power_and_ir_drop,report.power.total,2930,uW
yosys,syn_area,66700,um^2
finish,drive_above_1_share,11.0,%
power_and_ir_drop,worst_vdd_ir,0.0000346,V
power_and_ir_drop,power.share.sequential,39.6,%
setup_path,worst-r2r-cell-count,40,
setup_path,crit_path_frequent_cell,"sky130_fd_sc_hd__o21ai_0",
floorplan,core_box_area,220000,um^2
sta,finalSetupTns,0,ns
yosys,avgSynthCellArea,11.2,um^2
setup_path,worst-endpoint-required,35.28,ns
drt,drc,0,
floorplan,die_height,474,um
drt,post_drt_wl_per_cell,25.1,um
power_and_ir_drop,comb_power_share,28.3,%
sta,max_freq,38.1,MHz
setup_path,max_incr_delay_on_cp,0.70,ns
power_and_ir_drop,p_int,1950,uW
clock_network,cts_htree_levels,3,
grt,grt_pass1_vias,53000,
floorplan,chip_area,224000,um^2
drt,wl,250000,um
drt,drt-vias-per-instance,5.44,
clock_network,cts_sinks,1058,
grt,grt_use_total,23.1,%
sta,post-route-min-period,26.23,ns
grt,antenna_violations_before_repair,7,
drt,ant_nets,0,
clock_network,cts_resized,0,
power_and_ir_drop,power-per-cell-area,37.4,nW/um^2
grt,grt_start_max_net_pins,101,
status,status,"finished clean",
job,warnings,102,
sta,worst_slew_margin,27.5,%
worst_hold_path,min_to,"program_counter.PC_COUNT[7]$_SDFFE_PP0P_",
floorplan,core_util_floorplan,30.3,%
finish,final_core_util,35.5,%
grt,grt_first_pass_wirelength,361000,um
placement,dp_slack,18.02,ns
setup_path,critical_path.slowest_cell,"sky130_fd_sc_hd__buf_4",
yosys,top_cells_by_count,"sky130_fd_sc_hd__edfxtp_1, sky130_fd_sc_hd__nand2_1, sky130_fd_sc_hd__mux2i_1",
setup_path,critical_path_arrival,17.41,ns
yosys,ff_type,"sky130_fd_sc_hd__edfxtp_1",
job,cap_viol_max_count,0,
setup_path,critical_path_class,"in -> out",
placement,io_buffers,98,
setup_path,endpoint_type_of_the_worst_setup_path,"output pin",
yosys,synthMostInstantiatedCell,"sky130_fd_sc_hd__edfxtp_1",
yosys,yosysCellCount,5958,
setup_path,critical_path.reg2reg.endpoint,"program_counter.PC_COUNT[31]$_SDFFE_PP0P_",
drt,dr_total_vias,54200,
clock_network,cts_tree,"done",
clock_network,insertion_delay,0.79,ns
sta,slew_viol_final,0,
power_and_ir_drop,total_leakage_power,0.0306,uW
setup_path,timing.critical_path.cells,"buf_8, buf_4, buf_4, buf_4, buf_12, mux4_2, o221ai_1, o31ai_1, o22ai_2, inv_1, ha_1, nor2b_1, o21ai_0, a21oi_1, o21ai_0, nand2b_1, o21ai_0, o21ai_0, a21oi_1, mux2i_1, o22ai_1, a2111oi_1, nand2_1, clkdlybuf4s50_1",
registers in the layout (all words and copies together), names as in the netlist:
| name | flops |
|---|---|
| registers.ram | 1024 |
| program_counter.PC_COUNT | 32 |
| control_fsm.current_state | 2 |
kinds of logic (layout without fill, tap and decap cells):
kind of cell,count (synthesis),count (layout),synth area share (%)
DFF,1058,1058,47.1
adders and majority gates,204,204,3.87
AOI/OAI and AO/OA,1716,1716,18.8
and+or+nand+nor,1514,1514,11.0
muxes,644,644,12.9
xor gates and xnor gates,94,94,1.23
buffers and inverters,727,738,5.03
other,1,1028,0.00562
placed cells by master (no fill, tap or decap), types with 29 or more instances in the layout:
cell type                         Yosys  final
sky130_fd_sc_hd__a21oi_1            297    297
sky130_fd_sc_hd__mux2_2              56     56
sky130_fd_sc_hd__nand3_1            126    126
sky130_fd_sc_hd__mux2i_1            419    419
sky130_fd_sc_hd__edfxtp_1          1024   1024
sky130_fd_sc_hd__or2_2               35     35
sky130_fd_sc_hd__xor2_1              45     45
sky130_fd_sc_hd__nand4_1             31     31
sky130_fd_sc_hd__nand2_1            544    542
sky130_fd_sc_hd__mux4_2             165    165
sky130_fd_sc_hd__a211oi_1            73     72
sky130_fd_sc_hd__a221o_1             62     62
sky130_fd_sc_hd__clkbuf_16            0    112
sky130_fd_sc_hd__dfxtp_1             34     32
sky130_fd_sc_hd__a31oi_1             81     80
sky130_fd_sc_hd__o21ai_0            230    229
sky130_fd_sc_hd__nor2_1             315    314
sky130_fd_sc_hd__o211ai_1            36     36
sky130_fd_sc_hd__a222oi_1            31     31
sky130_fd_sc_hd__o21bai_1            30     30
sky130_fd_sc_hd__buf_4               49    208
sky130_fd_sc_hd__clkdlybuf4s50_1      0     94
sky130_fd_sc_hd__o31ai_1             43     42
sky130_fd_sc_hd__o2111ai_1           32     32
sky130_fd_sc_hd__nand2b_1            40     39
sky130_fd_sc_hd__a22oi_1             29     29
sky130_fd_sc_hd__xnor2_1             49     49
sky130_fd_sc_hd__a311oi_1            31     31
sky130_fd_sc_hd__and3_1              35     35
sky130_fd_sc_hd__a21o_1              73     73
sky130_fd_sc_hd__inv_1              207    205
sky130_fd_sc_hd__o22ai_1            103    102
sky130_fd_sc_hd__ha_1               200    200
sky130_fd_sc_hd__nor2b_1             39     38
sky130_fd_sc_hd__a221oi_1           195    195
sky130_fd_sc_hd__conb_1               1   1025
sky130_fd_sc_hd__o221ai_1            99     99
sky130_fd_sc_hd__nor3_1             174    174
critical path, delay by kind of cell:
| family | cells | cell delay [ns] |
|---|---|---|
| buf+inv | 7 | 3.55 |
| compound gates | 11 | 3.07 |
| mux | 2 | 0.78 |
| fa+ha+maj | 1 | 0.51 |
| simple gates | 3 | 0.45 |
power by group through the flow:
stage	registers, uW	logic, uW	clock network (uW)
finish	1160	828	939
global route	1160	879	997
CTS	1160	812	960
worst max path at each step:
stage                 cells past startpoint             end         start
final                                    24  IOBUS_ADDR[29]  IOBUS_IN[15]
after global routing                     24  IOBUS_ADDR[29]  IOBUS_IN[15]
after CTS                                24  IOBUS_ADDR[29]  IOBUS_IN[15]
routing by layer:
layer	vias up	track usage [%]	routed length (um)	part of all wire [%]
li1	24400	-	-	-
met2	2711	33.6	109000	43
met1	26500	31.1	98400	39
met3	558	9.89	30500	12
met4	4	9.17	12500	5.0
met5	-	0.800	266	0.11
final cells by class:
cell class | instances | area, um^2
clock inverter | 82 | 795
fill | 21600 | 142000
clock buffer | 126 | 2860
antenna | 3 | 7.51
tap | 2958 | 3700
sequential | 1058 | 31400
multi-input combinational | 5197 | 36000
timing repair buffer | 310 | 2630
inverter | 220 | 858
metrics by stage:
step,std cells,hold WS (ns),instance area (um^2)
global route,9951,0.567,78300
floorplan,6982,0.453,70500
finish,9954,0.499,78300
CTS,9951,0.495,78300
global placement,9743,0.466,74600
detailed placement,9743,0.480,74600
Power is estimated from default activity; no workload was simulated.
